## /design/flow/design.v

```verilog
module mealy_fsm(
	clk_i,
	rst_i,
	mealy_i,
	mealy_o
);
input clk_i;
input rst_i;
input mealy_i;
output logic mealy_o;
typedef enum logic [1:0]{  
	S0 = 2'b00,
	S1 = 2'b01,
	S2 = 2'b10,
	S3 = 2'b11
} state_t;
state_t state, next_state;
always_comb begin : next_state_logic
	mealy_o = 1'b0;
	case(state)
		S0: begin
			if (mealy_i)
				next_state = S1;
			else
				next_state = S0;
		end
		S1: begin
			if(mealy_i)
				next_state = S1;
			else
				next_state = S2;
		end
		S2: begin
			if(mealy_i)
				next_state = S3;
			else
				next_state = S0;
		end
		S3: begin
			if(mealy_i)
				next_state = S1;
			else begin
				next_state = S0;
				mealy_o = 1'b1;
			end
		end
		default: begin 
			next_state = S0;
		end
	endcase
end
always_ff @(posedge clk_i or negedge rst_i) begin : state_transition
	if (!rst_i)
		state <= S0;
	else
		state <= next_state;
end
endmodule
```

## /design/flow/run.sh

```bash
#!/bin/bash
# OpenROAD 26Q1-2900-gdf79404cd8, Yosys 0.63+post, stock flow scripts
make -C /OpenROAD-flow-scripts/flow DESIGN_CONFIG=/design/flow/config.mk WORK_HOME=/design/flow/orfs finish
```

## /design/flow/config.mk

```make
export PLATFORM = sky130hd
export DESIGN_NAME = mealy_fsm
export DESIGN_NICKNAME = mealy_fsm
export VERILOG_FILES = /design/flow/design.v
export SDC_FILE = /design/flow/constraint.sdc
export NUM_CORES = 4
export LEC_CHECK = 1
export CORE_AREA = 10 10 70 70
export DIE_AREA = 0 0 80 80
export SYNTH_HDL_FRONTEND = slang
```

## /design/flow/constraint.sdc

```tcl
current_design mealy_fsm

set clk_period 1.2
set clk_io_pct 0.2

create_clock -name clk0 -period $clk_period [get_ports {clk_i}]

set non_clock_inputs [all_inputs -no_clocks]
set_input_delay [expr $clk_period * $clk_io_pct] -clock clk0 $non_clock_inputs
set_output_delay [expr $clk_period * $clk_io_pct] -clock clk0 [all_outputs]
```

==> metrics.cfg <==
[route]
wl_per_cell_microns = 4.71
vias = 103
ant_nets = 0
drt-initial-drc-count = 21
drc = 0
routed_wl_microns = 311
first_pass_iters = 2
via_per_inst = 1.56

[cells_and_area]
reg_top3 = state x4
synthToLayoutAreaGrowth_pct = 94.5
final_cell_area_sq_um = 268
drive_above_1_share_pct = 31.6
largest_reg_flops = 4
top_register = state

[synth]
synth_cells = 10
ys_ff = 4
synth_chip_area_sq_um = 138
synth_area_sq_um = 138
ys_cells = 10
avgSynthCellArea_sq_um = 13.8
postSynthSeqShare_pct = 73.6
synth_cell_types = 7
yosysWarnings = 0

[clocking]
cts_root_buf = clkbuf_4
clockBufferDepth = 2
cts_resized = 3
clock-sinks = 4
htreeDepth = 1
holdBufCountCts = 0
cts_tree = done
insertion_delay_ns = 0.24
cts_inserted_buffers = 3
postCtsSetupRepairBufs = 0
cts.reportedPaths.clkPinSlew_ns = 0.04

[timing]
finalHoldViolCount = 0
finClkSkew_ns = 0.00689
worst_pin_slew_ns = 0.196
fin_hold_ws_ns = 0.198
finalSetupTns_ns = 0
finalSetupViolations = 0
finalCriticalPeriod_ns = 1.13
finalCritPeriodShare_pct = 94.4
drv_slew = 0
fmax_ghz = 0.882
rsz0062_at_grt = no
slew_headroom_pct = 86.8

[run]
cap_violations = 0
openroad.warnings = 25

[floorplanning]
die_h_microns = 80
rows = 21
chipArea_sq_mm = 0.00640
core-area_sq_mm = 0.00342
die_x_microns = 80
pin_count = 4
floorplan.core_util_pct = 4.03

[outcome]
status = finished, final reports clean

[global_routing]
grt_pass1_vias = 119
top_usage_layer = met3
antenna_found_initial = 1
grt_pass1_wl_microns = 552
grtUsageMet3_pct = 2.50
grt.overflow.total = 0
met1_usage_pct = 1.07
grtUsageTotal_pct = 1.28
use_met2_pct = 1.20
grt_max_degree = 5

[setup_path]
r2r_end = state[2]
cp_max_fo = 2
critPathCaptureType = output port
reg2reg_from = state[3]
reg2reg_depth = 2
r2r_setup_slack_ns = 0.35
crit_arrival_ns = 0.89
crit_type = reg -> out
cp.required_ns = 0.96
cp-start-kind = flop

[place]
port_buffers = 3
dpl.hpwl_microns = 239
dpl-instance-area_sq_um = 240
gp_congestion = 0.660

[power_and_ir_drop]
peakVddDrop_mv = 0.250
p_leak_uw = 0.000104
cellPowerDensity_mw_per_mm2 = 1360

[worst_hold_path]
hp-class = in -> async

## worst max path at each step
stage	startpoint	to	slack, ns	cells after the start
4_1_cts	state[3]	mealy_o	0.05	2
6_report	state[3]	mealy_o	0.07	2
5_1_grt	state[3]	mealy_o	0.03	2
## synthesized netlist by cell type
cell type  n  area (sq um)
and2_1     1          6.26
dfrtp_1    3          75.1
dfstp_2    1          26.3
nor2_1     1          3.75
nor2b_1    2          12.5
nor3_1     1          5.00
o31a_1     1          8.76
## critical path, cell delays in order (launching register included)
cell	delay, ns
dfrtp_1	0.37
nor2b_1	0.13
clkdlybuf4s15_1	0.16
## where the power goes
group / total, uW / leakage [uW] / switching, uW / internal, uW
Combinational: 26.6 / 0.0000369 / 10.4 / 16.2
Sequential: 153 / 0.0000517 / 4.95 / 148
Clock: 183 / 0.0000150 / 58.5 / 125
## stage by stage
stage	std cells	utilization, %	setup slack (ns)	power (uW)
4_1_cts	65	7.77	0.0468	374
6_report	66	7.84	0.0668	363
3_5_place_dp	61	7.03	-0.282	182
5_1_grt	66	7.84	0.0258	396
2_1_floorplan	10	-	0.454	164
3_3_place_gp	61	7.03	-0.280	180
## cells by family (layout without fill, tap and decap cells)
group                  after synthesis  after routing  synth area share (%)
AND/OR/NAND/NOR                      5              5                  20.0
flip-flops                           4              4                  73.6
AND-OR/OR-AND                        1              1                  6.36
other                                0              1                     0
buffers and inverters                0              9                     0
## area by class of cell
| class | instances | area (sq um) |
|---|---|---|
| Antenna cell | 1 | 2.50 |
| Fill cell | 403 | 3150 |
| Multi-Input combinational cell | 6 | 36.3 |
| Timing Repair Buffer | 5 | 43.8 |
| Sequential cell | 4 | 101 |
| Tap cell | 46 | 57.6 |
| Clock buffer | 4 | 26.3 |
## metal layers
layer  vias up  part of all wire [%]
met5         -                     0
met4         0                     0
met3         0                    28
met2         6                    29
met1        43                    43
li1         54                     -
## layout by cell type (no fill, tap or decap)
| master | count |
|---|---|
| clkbuf_4 | 3 |
| dfrtp_1 | 3 |
| nor2b_1 | 2 |
| buf_4 | 2 |
| diode_2 | 1 |
| nor3_1 | 1 |
| nor2_1 | 1 |
| o31a_1 | 1 |
| and2_1 | 1 |
| clkbuf_1 | 1 |
| dlygate4sd2_1 | 1 |
| clkdlybuf4s50_1 | 1 |
| clkdlybuf4s15_1 | 1 |
| dfstp_2 | 1 |
Power and IR drop assume default switching activity.
