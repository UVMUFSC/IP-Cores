`./config.mk`:
```
export PLATFORM = sky130hd
export DESIGN_NAME = moore_fsm
export DESIGN_NICKNAME = moore_fsm
export VERILOG_FILES = /design/flow/design.v
export SDC_FILE = /design/flow/constraint.sdc
export NUM_CORES = 4
export LEC_CHECK = 1
export CORE_AREA = 10 10 70 70
export DIE_AREA = 0 0 80 80
export SYNTH_HDL_FRONTEND = slang
```
`./constraint.sdc`:
```
current_design moore_fsm

set clk_period 1.4
set clk_io_pct 0.2

create_clock -name clk0 -period $clk_period [get_ports {clk_i}]

set non_clock_inputs [all_inputs -no_clocks]
set_input_delay [expr $clk_period * $clk_io_pct] -clock clk0 $non_clock_inputs
set_output_delay [expr $clk_period * $clk_io_pct] -clock clk0 [all_outputs]
```
`./design.v`:
```
module moore_fsm(
	clk_i,
	rst_i,
	next_i,
	out_o
);
input logic clk_i, rst_i, next_i;
output logic out_o;
typedef enum logic [2:0] {  
        S0_MOORE, 
        S1_MOORE, 
        S2_MOORE, 
        S3_MOORE, 
        S4_MOORE 
    } states_moore;
    states_moore state_moore;
always_ff @(posedge clk_i) begin
        if (rst_i) begin
            out_o <= 1'b0;
            state_moore <= S0_MOORE;
        end else begin
            case (state_moore) 
                S0_MOORE: begin
                    out_o <= 1'b0;
                    if (next_i) begin
                        state_moore <= S1_MOORE;
                    end
                end
                S1_MOORE: begin 
                    out_o <= 1'b0;
                    if (!next_i) begin 
                        state_moore <= S2_MOORE;
                    end else begin
                        state_moore <= S1_MOORE;
                    end
                end
                S2_MOORE: begin  
                    out_o <= 1'b0;
                    if (next_i) begin  
                        state_moore <= S3_MOORE;
                    end else begin
                        state_moore <= S0_MOORE;
                    end
                end
                S3_MOORE: begin 
                    out_o <= 1'b0;
                    if (next_i) begin 
                        state_moore <= S4_MOORE;
                    end else begin
                        state_moore <= S2_MOORE;
                    end
                end
                S4_MOORE: begin 
                    out_o <= 1'b1;
                    if (next_i) begin
                        state_moore <= S1_MOORE;
                    end else begin
                        state_moore <= S2_MOORE;
                    end
                end
                default: begin
                    out_o <= 1'b0;
                    state_moore <= S0_MOORE; 
                end
            endcase
        end
    end	 
endmodule
```
`./run.sh`:
```
#!/bin/bash
# OpenROAD 26Q1-2900-gdf79404cd8, Yosys 0.63+post, stock flow scripts
make -C /OpenROAD-flow-scripts/flow DESIGN_CONFIG=/design/flow/config.mk WORK_HOME=/design/flow/orfs finish
```
==> metrics.yaml <==
dp_slack_ns: 0.246
total_power_w: 0.000358
report.final.hold_viol_count: 0
r2r_cells: 2
worst_pin_slew_ns: 0.196
cp.arrival_ns: 0.99
cts.sinks: 6
cp_max_fo: 1
report.final.setup_viol: 0
dp.cells: 64
critPathTopFamily: "buffers and inverters"
synth_warnings: 0
grt_pass1_vias: 152
hpwl_um: 273
coreArea_mm2: 0.00342
wl_per_cell_um: 5.67
fin_skew_ns: 0.000502
setup_ws_ns: 0.125
crit_required_ns: 1.12
critical_path_depth: 1
finalMaxSlewViolations: 0
cts_setup_buffers: 0
ant_nets: 0
dr.pass1.iters: 1
yosys_area_um2: 178
cts_made_buffers: 3
avgViaCountPerCell: 1.96
start_kind: "flip-flop"
syn_area_um2: 178
grt_usage_pct: 1.55
reg2reg_slack_ns: 0.68
crit-reg2reg-launch: "state_moore[3]$_DFF_P_"
num_antenna_cells: 0
grt_overflow: 0
grt_pass1_wl_um: 696
crit_start: "out_o$_SDFF_PP0_"
ys.flops: 6
drt_iter0_drc: 0
grt_max_degree: 7
status: "complete, no violations"
peakVddDrop_v: 0.000153
finalSetupTns_ns: 0
vias: 131
syn_inst: 15
totalWireLength_um: 380
leakagePower_nw: 0.102
htreeDepth: 1
crit_end: "out_o"
gp_congestion: 0.641
die_y_um: 80
ys_cells: 15
die_w_um: 80
min_path_type: "flip-flop to flip-flop"
final_cell_mix: "6 x dfxtp_1, 3 x nor3_1, 3 x clkbuf_4, 3 x clkdlybuf4s50_1, 2 x and3b_1"
cts_root_buf: "clkbuf_4"
clock.latency.late_pin_ns: 0.25
warnings: 25
post_cts_resize_count: 0
antenna_found_initial: 0
fin_cells: 67
worst-path-buf-inv: 1
p_per_area_mw_per_mm2: 1240
synth_area_per_cell_um2: 11.8
path_class: "flip-flop to primary output"
slowest_delay_ns: 0.45
drive_above_1_share_pct: 14.3
fin_crit_sh_pct: 91.1
clk_pin_slew_ns: 0.05
crit_slowest_cell: "clkdlybuf4s50_1"
cp-end-kind: "primary output"
ioPinCount: 4
syn_to_final_growth_pct: 62.0
cp_cell_sequence: "clkdlybuf4s50_1"
final_core_util_pct: 8.42
drv_cap: 0
numPortBuffers: 3
synth_seq_share_pct: 67.6
post-route-min-period_ns: 1.27
drc: 0
rsz0062_at_grt: "no"
die_area_mm2: 0.00640
tritoncts: "built"
slew_headroom_pct: 86.9
ys_types: 7
rows: 21
final_common_cell: "dfxtp_1"
max_clock_freq_mhz: 784
fp_util_pct: 5.20
worstReg2RegEnd: "state_moore[3]$_DFF_P_"
cts_buffer_depth: 2
cts_hold_buf: 0
cell type report:
type | instances | area [µm²]
repair buffers | 3 | 30.0
multi-input cells | 9 | 57.6
flip-flops and latches | 6 | 120
fillers | 401 | 3130
well taps | 46 | 57.6
clock buffers | 3 | 22.5
power by group:
group | total [W] | internal [W] | switching, W
clock network | 0.000162 | 0.0000971 | 0.0000649
registers | 0.000179 | 0.000176 | 0.00000250
logic | 0.0000169 | 0.00000988 | 0.00000703
worst min-delay path by stage:
stage | from | to | cells past startpoint
CTS | state_moore[1]$_DFF_P_ | out_o$_SDFF_PP0_ | 1
global route | state_moore[1]$_DFF_P_ | out_o$_SDFF_PP0_ | 1
finish | state_moore[1]$_DFF_P_ | out_o$_SDFF_PP0_ | 1
Yosys cell counts:
master / instances / area (µm²)
and3b_1: 2 / 17.5
dfxtp_1: 6 / 120
nor2_1: 1 / 3.75
nor2b_1: 1 / 6.26
nor3_1: 3 / 15.0
nor3b_1: 1 / 7.51
o21bai_1: 1 / 7.51
per-layer routing:
metal / vias up / GRT usage, % / share of wire, %
li1: 64 / - / -
met1: 59 / 1.34 / 41
met2: 6 / 1.85 / 34
met3: 2 / 2.39 / 22
met4: 0 / 0.528 / 2.9
met5: - / 0 / 0
through the flow:
stage,hold slack (ns),instance area [µm²]
floorplan,0.352,178
global placement,0.466,265
detailed placement,0.482,265
CTS,0.487,288
global route,0.496,288
finish,0.486,288
state kept, by name, indices dropped and copies added, names as in the netlist:
| name | flops |
|---|---|
| out_o | 1 |
| state_moore | 5 |
logic make-up (layout without fill, tap and decap cells):
group,Yosys count,in the layout,share of synthesized area [%]
AOI/OAI and AO/OA,1,1,4.23
buffers and inverters,0,6,0
DFF,6,6,67.6
and+or+nand+nor,8,8,28.2
Power figures rest on the tool's default switching activity, not on a simulated workload.
